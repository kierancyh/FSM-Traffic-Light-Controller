==> flow/run.sh <==
#!/bin/bash
# OpenROAD 26Q1-2900-gdf79404cd8, Yosys 0.63+post, stock flow scripts
make -C /OpenROAD-flow-scripts/flow DESIGN_CONFIG=/design/flow/config.mk WORK_HOME=/design/flow/orfs finish
==> flow/config.mk <==
export PLATFORM = sky130hd
export DESIGN_NAME = Traffic_Light
export DESIGN_NICKNAME = Traffic_Light
export VERILOG_FILES = /design/flow/design.v
export SDC_FILE = /design/flow/constraint.sdc
export NUM_CORES = 4
export LEC_CHECK = 1
export CORE_AREA = 10 10 97 97
export DIE_AREA = 0 0 107 107
==> flow/constraint.sdc <==
current_design Traffic_Light

set clk_period 4.6
set clk_io_pct 0.2

create_clock -name clk0 -period $clk_period [get_ports {clk}]

set non_clock_inputs [all_inputs -no_clocks]
set_input_delay [expr $clk_period * $clk_io_pct] -clock clk0 $non_clock_inputs
set_output_delay [expr $clk_period * $clk_io_pct] -clock clk0 [all_outputs]
==> flow/design.v <==
`timescale 1ms / 1us                     
module Traffic_Light(
    output reg [2:0] traffic_lights,      
    output reg [1:0] pedestrian_lights,   
    input clk,                            
    input button,                         
    input nrst                            
    );
localparam S0_RED        = 3'b000;        
localparam S1_RED_AMBER  = 3'b001;        
localparam S2_GREEN      = 3'b010;        
localparam S3_AMBER      = 3'b011;        
localparam S4_PED_GREEN  = 3'b100;        
reg [2:0] current_state, next_state;      
reg [19:0] timer;                         
reg pedestrian_request;                   
always @(*) begin
    case (current_state)
        S0_RED:      
            if (pedestrian_request)  
                next_state = S4_PED_GREEN;       
            else if (timer >= 30000)             
                next_state = S1_RED_AMBER;       
       S1_RED_AMBER: 
            if (pedestrian_request)  
                next_state = S4_PED_GREEN;       
            else if (timer >= 3000)              
                next_state = S2_GREEN;           
        S2_GREEN:     
            if (pedestrian_request)  
                next_state = S3_AMBER;           
            else if (timer >= 30000)             
                next_state = S3_AMBER;           
        S3_AMBER:     
            if (pedestrian_request)  
                next_state = S4_PED_GREEN;       
            else if (timer >= 3000)              
                next_state = S0_RED;             
        S4_PED_GREEN: 
            if (timer >= 30000)                  
                next_state = S1_RED_AMBER;       
        default:        
            next_state = S0_RED;                 
    endcase
end
always @(posedge clk or negedge nrst) begin
    if (!nrst) begin  
        current_state <= S0_RED;                 
        timer <= 0;                              
        pedestrian_request <= 0;                 
    end 
    else begin  
        if (button && (current_state != S4_PED_GREEN)) begin  
            pedestrian_request <= 1;              
        end
        if (button && current_state == S0_RED) begin
            timer <= 0;                           
            pedestrian_request <= 0;              
            current_state <= S4_PED_GREEN;            
        end
        else if (button && current_state == S2_GREEN) begin
            timer <= 0;                           
            current_state <= S3_AMBER;            
        end  
        else if (button && current_state == S3_AMBER && timer >= 3000) begin
            timer <= 0;                           
            pedestrian_request <= 0;              
            current_state <= S4_PED_GREEN;        
        end 
        else if (current_state == S4_PED_GREEN && timer >= 30000) begin  
            timer <= 0;
            pedestrian_request <= 0;              
            current_state <= S1_RED_AMBER;        
        end  
        else if ((current_state == S0_RED || current_state == S2_GREEN || current_state == S4_PED_GREEN) && timer >= 30000) begin
            current_state <= next_state;
            timer <= 0;
        end 
        else if ((current_state == S1_RED_AMBER || current_state == S3_AMBER) && timer >= 3000) begin
            current_state <= next_state;
            timer <= 0;
        end 
        else begin  
            timer <= timer + 1; 
        end
    end  
end
always @(*) begin
    case (current_state)
        S0_RED: begin
            traffic_lights = 3'b100;     
            pedestrian_lights = 2'b10;   
        end
        S1_RED_AMBER: begin
            traffic_lights = 3'b110;     
            pedestrian_lights = 2'b10;   
        end
        S2_GREEN: begin
            traffic_lights = 3'b001;     
            pedestrian_lights = 2'b10;   
        end
        S3_AMBER: begin
            traffic_lights = 3'b010;     
            pedestrian_lights = 2'b10;   
        end
        S4_PED_GREEN: begin
            traffic_lights = 3'b100;     
            pedestrian_lights = 2'b01;   
        end
        default: begin
            traffic_lights = 3'b100;     
            pedestrian_lights = 2'b10;   
        end
    endcase
end 
endmodule
==> flow_summary.json <==
{
  "hpwl_um": 2150,
  "tns_ns": 0,
  "fmax_ghz": 0.380,
  "cp-end-kind": "output pin",
  "vias": 1198,
  "antenna_found_initial": 0,
  "place_congestion": 0.815,
  "critPathSlowestCell": "dfrtp_1",
  "num_rows": 31,
  "final_cell_mix": "dfrtp_1 (24), nor3_1 (21), nand2_1 (14)",
  "grt_pass1_wl_um": 5420,
  "cts_buffer_depth": 2,
  "synth.largest_area_cell": "dfrtp_1",
  "path_class": "flop to output pin",
  "first_pass_iters": 4,
  "max_cap_viol_count": 0,
  "area_leaders": "dfrtp_1 (40%), nor3_1 (7.0%), xnor2_1 (7.0%)",
  "diodes": 0,
  "grt_max_degree": 27,
  "port_buffers": 7,
  "path_cells": "nor2b_1 -> and2_1 -> clkdlybuf4s50_1",
  "min_path_type": "flop to flop",
  "unclocked_pins": 3,
  "ys.flops": 27,
  "synthCells": 168,
  "ir_drop_mv": 0.116,
  "drt_iter0_drc": 94,
  "netlist_area_um2": 1510,
  "finalClockPeriodUsage_pct": 57.2,
  "slowest_delay_ns": 0.54,
  "area_growth_pct": 14.3,
  "cp_max_fo": 11,
  "report.final.slew_viol_count": 0,
  "routed_via_density": 4.45,
  "crit_buf_inv": 1,
  "yosys_cells": 168,
  "clk_pin_slew_ns": 0.08,
  "num-fill-cells": 818,
  "hold_viol": 0,
  "routed_wl_um": 3030,
  "grtUsageTotal_pct": 5.56,
  "dp_slack_ns": 1.98,
  "ys_warn_count": 1,
  "cts_buffers": 3,
  "grt_setup_unrepaired": "false",
  "die_h_um": 107,
  "grt_remaining_overflow": 0,
  "fp_util_pct": 20.7,
  "synth_cell_types": 44,
  "layout_top_cell": "dfrtp_1",
  "worstMarginPinSlew_ns": 0.690,
  "setup_viol": 0,
  "warning_count": 27,
  "avgSynthCellArea_um2": 8.97,
  "fp.coreArea_um2": 7290,
  "fin_crit_ns": 2.63,
  "yosysChipArea_um2": 1510,
  "ios": 8,
  "cts_root_buffer": "clkbuf_8",
  "startpoint_type": "flop",
  "critPathArrivalTime_ns": 1.71,
  "dieArea_um2": 11400,
  "status": "complete, no violations",
  "wl_per_cell_um": 11.3,
  "setup_ws_ns": 1.97,
  "synth_top_area_share_pct": 39.9,
  "drcViolationCount": 0,
  "critPathRequiredTime_ns": 3.68,
  "drive_gt1_share_pct": 7.65,
  "postSynth.asyncResetShare_pct": 88.9,
  "power_density_nw_per_um2": 291,
  "p_leak_nw": 0.670,
  "hold_buffers": 0,
  "edf_count": 0,
  "ant_nets": 0,
  "skew_ns": 0.00148,
  "untimed_endpoints": 3,
  "cts_tree": "yes",
  "post_cts_resized": 0,
  "ff_type": "dfrtp_1",
  "cts_max_level": 1,
  "grt_pass1_vias": 1137,
  "clk_latency_ns": 0.26,
  "post_cts_buffers": 0,
  "die_x_um": 107,
  "slew-limit-headroom_pct": 53.9,
  "critPathTopFamily": "flip-flops"
}
-- layer usage --
| metal | wire, um | global-route usage, % | part of all wire, % | up-vias |
|---|---|---|---|---|
| met4 | 27 | 0.484 | 0.89 | 0 |
| met2 | 1400 | 8.34 | 46 | 15 |
| met5 | 0 | 0 | 0 | - |
| met1 | 1470 | 8.08 | 49 | 586 |
| li1 | - | - | - | 595 |
| met3 | 134 | 1.58 | 4.4 | 2 |
-- flip-flops by register name, indices dropped and copies added, names as in the netlist --
register	flops
next_state	3
pedestrian_request	1
timer	20
current_state	3
-- synthesized netlist by cell type, types with 2 or more instances --
cell,count
nand2_1,14
nand4_1,4
nor4_1,2
a221oi_1,2
o2bb2ai_1,2
nor2_1,11
and3_1,2
nor2b_1,2
a31oi_1,2
xnor2_1,12
o21ai_0,3
clkbuf_1,5
buf_2,5
nand3_1,6
inv_1,10
xor2_1,6
nor3_1,21
dfrtp_1,24
a21oi_1,6
ha_1,2
o21a_1,2
dlxtn_1,3
-- cells by family (layout without fill, tap and decap cells) --
logic type / Yosys count / in the layout / share of synthesized area [%]
buf+inv: 21 / 23 / 5.73
fa+ha+maj: 2 / 2 / 1.66
compound gates: 25 / 25 / 12.4
mux: 1 / 1 / 0.747
latches: 3 / 3 / 2.99
xor+xnor: 18 / 18 / 10.5
flops: 24 / 24 / 39.9
simple gates: 74 / 74 / 26.2
-- report_power, final --
group / leakage [nW] / internal (mW) / total, mW / switching (mW)
sequential: 0.340 / 0.241 / 0.275 / 0.0339
clock: 0.0288 / 0.0763 / 0.142 / 0.0652
combinational: 0.301 / 0.0413 / 0.0849 / 0.0436
-- per-stage QoR --
stage / instances / power [mW] / instance area (um^2) / util (%) / hold WS (ns)
6_report: 269 / 0.502 / 1720 / 23.6 / 0.531
5_1_grt: 269 / 0.539 / 1720 / 23.6 / 0.565
4_1_cts: 269 / 0.510 / 1720 / 23.6 / 0.530
3_5_place_dp: 265 / 0.365 / 1670 / 22.9 / 0.518
3_3_place_gp: 265 / 0.362 / 1670 / 22.9 / 0.517
2_1_floorplan: 168 / 0.339 / 1510 / - / 0.487
-- worst register-to-register path, cell delays in order, from the launching register on --
cell,delay [ns]
dfrtp_1,0.48
or4_4,0.59
a21oi_4,0.59
a221oi_1,0.17
mux2_1,0.33
-- final timing paths --
kind,start,endpoint,slack (ns),cells after the start
max,current_state[1]$_DFFE_PN0P_,traffic_lights[0],1.97,3
min in group asynchronous,nrst,timer[16]$_DFF_PN0_,1.02,2
max in group asynchronous,nrst,timer[1]$_DFF_PN0_,3.35,2
max reg2reg,timer[10]$_DFF_PN0_,current_state[1]$_DFFE_PN0P_,2.34,4
min reg2reg,timer[0]$_DFF_PN0_,timer[0]$_DFF_PN0_,0.53,1
min,timer[0]$_DFF_PN0_,timer[0]$_DFF_PN0_,0.53,1
-- layout make-up --
| cell class | count | area (um^2) | area share, % |
|---|---|---|---|
| clock buffers | 4 | 55.1 | 3.20 |
| well taps | 99 | 124 | 7.19 |
| repair buffers | 9 | 85.1 | 4.94 |
| multi-input cells | 120 | 774 | 45.0 |
| inverters | 10 | 37.5 | 2.18 |
| flip-flops and latches | 27 | 646 | 37.5 |
Power figures rest on the tool's default switching activity, not on a simulated workload.
